`flow/design.v`:
```
module alu(
    input [32 - 1 : 0] A,
    input [32 - 1 : 0] B,
    input [              2 : 0] ALUop,
    output  Overflow,
    output  CarryOut,
    output Zero,
    output [32 - 1 : 0] Result
);
    wire cin,cout,enable;
    assign enable = ({ALUop == 3'b010} & 0 ) |
                    ({ALUop == 3'b110 } & 1) |
                    ({ALUop == 3'b111} & 1);
    wire [32 - 1 : 0] Result_prev;
    wire [32 : 0] B1;
    assign B1 = enable? ~B:B;
    assign cin = enable? 1:0;
    assign {cout,Result_prev} = A + B1 + cin;
    assign Result = ( {32{ALUop == 3'b000}} & (A & B)    ) |
                    ( {32{ALUop == 3'b001}} & (A | B)    ) |
                    ( {32{ALUop == 3'b010}} & (Result_prev)    ) |
                    ( {32{ALUop == 3'b110}} &  (Result_prev) ) |
                    ( {32{ALUop == 3'b111}} & (Result_prev[31] ^ Overflow) );
    assign CarryOut = ( {ALUop == 3'b010} & cout) |
                      (  {ALUop == 3'b110} & cout);
    assign Overflow =   ( {ALUop == 3'b010} & ((~A[31] & ~B[31] & Result_prev[31]) | (A[31] & B[31] & ~Result_prev[31]) )    ) |
                        ( {ALUop == 3'b110} &  (  (~A[31] & B[31] & Result_prev[31])    | (A[31] & ~B[31] & ~Result_prev[31]) ) ) |
                        ( {ALUop == 3'b111} & (  (~A[31] & B[31] & Result_prev[31])    | (A[31] & ~B[31] & ~Result_prev[31])) );
    assign Zero = (Result==32'b0)? 1 : 0;
endmodule
```
`flow/run.sh`:
```
#!/bin/bash
# OpenROAD 26Q1-2900-gdf79404cd8, Yosys 0.63+post, stock flow scripts
make -C /OpenROAD-flow-scripts/flow DESIGN_CONFIG=/design/flow/config.mk WORK_HOME=/design/flow/orfs finish
```
`flow/config.mk`:
```
export PLATFORM = sky130hd
export DESIGN_NAME = alu
export DESIGN_NICKNAME = alu
export VERILOG_FILES = /design/flow/design.v
export SDC_FILE = /design/flow/constraint.sdc
export NUM_CORES = 4
export LEC_CHECK = 1
export CORE_UTILIZATION = 40
```
`flow/constraint.sdc`:
```
current_design alu

set clk_period 16.5
set clk_io_pct 0.2

create_clock -name clk0 -period $clk_period

set non_clock_inputs [all_inputs -no_clocks]
set_input_delay [expr $clk_period * $clk_io_pct] -clock clk0 $non_clock_inputs
set_output_delay [expr $clk_period * $clk_io_pct] -clock clk0 [all_outputs]
```
==> flow_metrics.tcl <==
# implementation run metrics
set metrics [dict create \
    p_leak_nw 1.59 \
    fp-row-count 32 \
    syn_area_per_cell_um2 6.89 \
    grt_max_degree 39 \
    critical-path-max-stage-delay_ns 0.56 \
    die_width_um 92.0 \
    die_y_um 92.0 \
    drive_above_1_share 0.0436 \
    tightest_slew_ns 0.623 \
    via_per_inst 5.70 \
    fin_tns_setup_ns 0 \
    flop_area_um2 0 \
    cts_setup_buffers 0 \
    initial_core_util 0.417 \
    top_area_frac 0.127 \
    synthCells 470 \
    period_needed_ns 11.60 \
    synthesis.area_mm2 0.00324 \
    post-dp-hpwl_mm 8.29 \
    period_used_share 0.703 \
    start_kind "input port" \
    syn_to_final_growth_pct 32.1 \
    slew_viol_final 0 \
    vias 3715 \
    holdPathStages 3 \
    warnings 33 \
    setup_ws_ns 4.90 \
    crit_arrival_ns 8.30 \
    fmax_ghz 0.0862 \
    dr.pass1.iters 5 \
    place_congestion 0.943 \
    final_hold_viol_count 0 \
    routedWlPerCell_um 16.1 \
    ir_drop_v 0.0000203 \
    core_mm2 0.00777 \
    nFlopsAndLatches 0 \
    grt_pass1_vias 3439 \
    slew_headroom 0.578 \
    postCtsResizedCells 0 \
    boundaryPins 102 \
    setup_viol 0 \
    drc 0 \
    max_cap_violations 0 \
    chip_area_mm2 0.00846 \
    antenna_cells 0 \
    final_cell_area_mm2 0.00428 \
    yosys.cell_types.count 78 \
    holdWs_ns 7.72 \
    ys_warn_count 0 \
    yosys_cells 470 \
    clkbuf_count 0 \
    top_area_cell "ha_1" \
    grt_pass1_wl_mm 17.1 \
    crit_fanout 32 \
    rsz0062_at_grt "false" \
    drt.antenna.violating_nets 0 \
    gr-usage-all-layers 0.253 \
    ctsHoldBuffers 0 \
    slowest_stage "clkdlybuf4s50_1" \
    required_ns 13.20 \
    power_density_mw_per_mm2 46.1 \
    gr-total-overflow 0 \
    post-place-ws_ns 4.88 \
    ys_seq_frac 0 \
    status "complete, no violations" \
    crit_chain "clkdlybuf4s50_1 -> nand2_2 -> buf_4 -> xnor2_1 -> inv_1 -> fa_1 -> and2b_1 -> o2111ai_2 -> a211o_1 -> and3b_1 -> xnor2_1 -> a2111o_1 -> or4_1 -> nor4_2 -> nand4b_1 -> nor4_2 -> clkdlybuf4s50_1" \
    ys_chip_area_mm2 0.00324 \
    io_buffer_count 102 \
    initialDrtViolationCount 148 \
    final_util 0.551 \
    antenna_found_initial 0 \
    area_leaders "ha_1, xnor2_1, maj3_1, a21oi_1, nand2_1" \
    placed_area_mm2 0.00428 \
    route.final.wire_length_mm 10.5 \
    hold_class "in2out" \
    crit_path_end_kind "primary output" \
    crit_type "in2out" \
]
-- cell usage after synthesis (2+ instances only) --
cell / n
nor4_1: 2
nand2b_1: 7
o21ai_0: 35
nand4b_1: 2
nand2_1: 49
nand4_1: 11
o21bai_1: 2
nor2_1: 29
o21a_1: 6
and2_1: 2
or4_1: 5
nor2b_1: 3
or2_2: 3
nand3_1: 14
maj3_1: 27
o221ai_1: 3
mux2i_1: 2
o2111a_1: 2
or3_1: 4
a221oi_1: 3
a211oi_1: 5
o211ai_1: 5
a32oi_1: 2
buf_1: 4
a21boi_0: 2
a31oi_1: 6
and3_1: 4
nor4_2: 3
nand3b_1: 4
xor2_1: 10
ha_1: 33
nor3_1: 13
buf_6: 4
buf_2: 3
clkbuf_1: 13
o21ai_1: 5
inv_1: 16
a21o_1: 9
a21bo_2: 2
a21oi_1: 38
xnor2_1: 41
-- where the power goes --
| part | leakage (nW) | switching [mW] | internal [mW] | total [mW] |
|---|---|---|---|---|
| Combinational | 1.59 | 0.102 | 0.0958 | 0.197 |
| Clock | 0 | 0 | 0 | 0 |
| Sequential | 0 | 0 | 0 | 0 |
-- per-stage QoR --
step           total power [mW]  instances
2_1_floorplan             0.126        470
3_3_place_gp              0.196        652
3_5_place_dp              0.195        652
4_1_cts                   0.197        652
5_1_grt                   0.219        652
6_report                  0.197        652
-- worst max-delay path, delay by kind of cell --
kind	cells	cell delay, ns
compound gates	3	0.92
buf+inv	4	1.60
fa+ha+maj	1	0.42
xor+xnor	2	0.35
simple gates	7	1.68
-- layer usage --
layer | wire, µm | track usage | up-vias
met4 | 74 | 0.0117 | 0
met1 | 5070 | 0.374 | 1661
li1 | - | - | 1927
met2 | 4820 | 0.425 | 119
met3 | 509 | 0.0169 | 8
met5 | 0 | 0 | -
-- area by class of cell --
cell class / count / area [µm²]
tap: 102 / 128
fill: 767 / 3490
inverter: 16 / 60.1
timing repair buffer: 107 / 1060
multi-input combinational: 427 / 3030
-- cells in the final DEF (no fill, tap or decap), types with 7 or more instances in the layout --
cell,instances
a21o_1,9
nand2_1,48
nand2b_1,7
nor2_1,28
nor3_1,13
maj3_1,27
xnor2_1,41
a21oi_1,38
o21ai_0,35
nand3_1,14
ha_1,33
inv_1,16
clkdlybuf4s50_1,102
xor2_1,10
nand4_1,11
-- logic make-up (layout without fill, tap and decap cells) --
| family | Yosys count | in the layout | synth area share |
|---|---|---|---|
| xor+xnor | 51 | 51 | 0.138 |
| fa+ha+maj | 62 | 62 | 0.221 |
| compound gates | 149 | 149 | 0.307 |
| mux | 3 | 3 | 0.00966 |
| simple gates | 162 | 162 | 0.259 |
| buf+inv | 43 | 123 | 0.0657 |
-- path summary, 6_finish.rpt --
check | start | endpoint | slack, ns
worst max-delay path | ALUop[2] | Zero | 4.90
worst min-delay path | ALUop[1] | Overflow | 7.72
Power figures rest on the tool's default switching activity, not on a simulated workload.
